[flow/config.mk]
export PLATFORM = sky130hd
export DESIGN_NAME = top_module_system
export DESIGN_NICKNAME = top_module_system
export VERILOG_FILES = /design/flow/design.v
export SDC_FILE = /design/flow/constraint.sdc
export NUM_CORES = 4
export LEC_CHECK = 1
export CORE_UTILIZATION = 30
[flow/constraint.sdc]
current_design top_module_system

set clk_period 2.7
set clk_io_pct 0.2

create_clock -name clk0 -period $clk_period [get_ports {clk}]

set non_clock_inputs [all_inputs -no_clocks]
set_input_delay [expr $clk_period * $clk_io_pct] -clock clk0 $non_clock_inputs
set_output_delay [expr $clk_period * $clk_io_pct] -clock clk0 [all_outputs]
[flow/run.sh]
#!/bin/bash
# OpenROAD 26Q1-2900-gdf79404cd8, Yosys 0.63+post, stock flow scripts
make -C /OpenROAD-flow-scripts/flow DESIGN_CONFIG=/design/flow/config.mk WORK_HOME=/design/flow/orfs finish
[flow/design.v]
`timescale 1ns / 1ps
module bus_addr(
 inout wire SDA,
  inout wire SCL,           
  input  wire master_sda_low_intent,    
  input  wire master_scl_low_intent,
  input  wire slave_sda_low_intent,   
  input  wire slave_scl_low_intent,
  output wire sda_in,                  
  output wire scl_in
);
  wire sda_drive_low_bus= master_sda_low_intent | slave_sda_low_intent;
  wire scl_drive_low_bus= master_scl_low_intent | slave_scl_low_intent;
  assign SDA= sda_drive_low_bus ? 1'b0 : 1'b1;
  assign SCL= scl_drive_low_bus ? 1'b0 : 1'b1;
  assign sda_in= SDA;
  assign scl_in= SCL;
endmodule
`timescale 1ns / 1ps
module i2c_clk(
 input wire clk, 
    input wire rst_n,
    output reg clk_out 
);
    reg [9:0] clk_counter;  
    always @(posedge clk or negedge rst_n) begin
        if (!rst_n) begin
            clk_counter <= 0;
            clk_out <= 0;
        end else begin
            if (clk_counter == 4) begin
                clk_counter <= 0;
                clk_out <= ~clk_out;
            end else begin
                clk_counter <= clk_counter + 1;
            end
        end
    end
endmodule
`timescale 1ns / 1ps
module master_i2c(
 output wire[3:0]        bit_counter,
    output wire[3:0]  currentstate,
    input  wire  clk,
    input  wire  clk_notdivided,    
    input wire   rst_n,
    input  wire  m_start_i,
    input  wire  m_stop_i,
    input  wire  m_read_nwrite_i,
    input  wire [6:0]m_slave_addr_i,
    input  wire [7:0]m_data_i,
    output reg  [7:0]m_data_o,
    output reg  m_busy_o,
    output reg  m_error_o,
    output reg  success,
    output reg  sda_out,
    output reg  scl_out,
    input wire  sda_in,
    input wire  scl_in
);
    localparam idle =4'd0;
    localparam start=4'd1;
    localparam send_addr=4'd2;
    localparam send_r_or_w=4'd3;
    localparam wait_ack1=4'd4;
    localparam send_data=4'd5;
    localparam wait_ack2  =4'd6;
    localparam recieve_data =4'd7;
    localparam stop   =4'd8;
    localparam error  =4'd9;
    localparam send_ack2  =4'd10;
    reg [3:0] current_state, next_state;
    reg[7:0] shift_reg;
    reg[3:0] bit_cnt;
    assign currentstate=current_state;
   assign bit_counter =bit_cnt;
reg prev_sda;
wire stop_condition;
always @(negedge clk or negedge rst_n)begin
      if (!rst_n)
            current_state<= idle;
       else
            current_state <= next_state;
  end
always @(*) begin
   next_state = current_state;
   case (current_state)
            idle: begin
	 	sda_out=0;
		scl_out=0;
		m_error_o=0;
		m_busy_o=0;
                shift_reg=0;
		success=0;
		m_data_o=0;
            if (m_start_i==1'b1)begin
            next_state= start;
		end
         end
     start: begin
	      if(scl_in==1) begin
	      sda_out=1; end
              next_state = send_addr;
	      m_busy_o=1;
            end
     send_addr: begin
	               if (scl_in == 1'b0) begin 
                    sda_out   =~m_slave_addr_i[bit_cnt-1];
                end
	scl_out=~clk;
       if (bit_cnt == 1)
               next_state = send_r_or_w;
        end
         send_r_or_w: begin
                if (scl_in == 1'b0) begin 
                    sda_out   =~m_read_nwrite_i;
                end
		scl_out=~clk;
                next_state = wait_ack1;
      end
         wait_ack1: begin
	scl_out=~clk;
	sda_out=0;
	if (scl_in == 1'b1)begin
          if (sda_in == 1'b0) begin
                 if (m_read_nwrite_i)
                        next_state = recieve_data;
                 else
                        next_state = send_data;
              end else begin
                    next_state = error;
              end
            end
	end
       send_data: begin
	                if (scl_in == 1'b0) begin
                    sda_out =~m_data_i[bit_cnt];
                end
	scl_out=~clk;
                if (bit_cnt == 0)
                    next_state = wait_ack2;
        end
      wait_ack2: begin
	scl_out=~clk;
	sda_out=0;
	if (scl_in == 1'b1)begin
        if (sda_in == 1'b0) begin
            if (m_stop_i)begin
                  next_state = stop;
              end else begin
               next_state = send_data; 
	end
          end else begin
                next_state = error;
            end
         end
	end
      send_ack2: begin
	scl_out=~clk;
	m_data_o=shift_reg;
        if (bit_cnt ==4'd7) begin
		 next_state = recieve_data; 
		if (scl_in == 1'b0)
		sda_out=1'b1;
          end else begin
                next_state = error;
		if (scl_in == 1'b0)
		sda_out=1'b0;
            end
	end
      recieve_data: begin
			sda_out=0;
			if (stop_condition) begin 
			shift_reg  = 8'd0;
			m_busy_o=0;
			success=1;
			next_state = idle;
			end else begin
	                if (scl_in == 1'b1) begin 
                    shift_reg[bit_cnt] = sda_in;
                end
	scl_out=~clk;
           if (bit_cnt == 0)
               next_state = send_ack2;
       end
	end
       stop: begin
		scl_out=0;
		if(scl_in==1)
		sda_out=0;
        shift_reg  = 8'd0;
	m_busy_o=0;
	success=1;
          next_state = idle;
       end
         error: begin
		 	sda_out=0;
		scl_out=0;
	m_busy_o=0;
	m_error_o=1;
          next_state = idle;
       end
endcase
end
always @(negedge clk) begin
        case (current_state)
	    start:begin
		      bit_cnt   <= 4'd7;
	end
	wait_ack1:begin 
			bit_cnt<= 4'd7;
	end
	wait_ack2:begin 
			bit_cnt<= 4'd7;
	end
            send_addr: begin
		bit_cnt <= bit_cnt - 1'b1;
            end
            send_data: begin
                        bit_cnt <= bit_cnt - 1'b1;
            end
            recieve_data: begin
		if (bit_cnt==0)begin
				bit_cnt <= 4'd7;
	end
			else begin
                        bit_cnt <= bit_cnt - 1;
			end
			if (stop_condition) begin 
			bit_cnt <= 4'd0; end
            end
		stop:begin 
			bit_cnt       <= 4'd0;	
	end
		error:begin 
			bit_cnt       <= 4'd0;
		end
        endcase
end
always @(posedge clk_notdivided) begin
 if (!((current_state==recieve_data)&&(stop_condition==1)))begin
    prev_sda <= sda_in;
end
end
assign stop_condition = (prev_sda == 1'b0) && (sda_in == 1'b1) && (scl_in == 1'b1);
endmodule
`timescale 1ns / 1ps
module slave_i2c(
    output wire[3:0]        bit_counter,
    output wire[3:0]  currentstate,
    input  wire  clk,
    input  wire  clk_notdivided, 
    input wire   rst_n,
    input  wire  s_stop_i,
    input  wire [7:0]s_data_i,
    output reg  [7:0]s_data_o,
    output reg  s_busy_o,
    output reg  sda_out,
    output reg  scl_out,
    input wire  sda_in,
    input wire  scl_in
);
parameter [6:0] slave_id = 7'b1010111;
    localparam idle =4'd0;
    localparam recieve_addr=4'd1;
    localparam recieve_r_or_w=4'd2;
    localparam send_ack1=4'd3;
    localparam recieve_data=4'd4;
    localparam send_ack2  =4'd5;
    localparam send_data =4'd6;
    localparam stop =4'd7;
    localparam wait_ack2  =4'd8;
    reg [6:0]s_slave_addr_i;
    reg s_read_nwrite_i;
    reg [3:0] current_state, next_state;
    reg[7:0] shift_reg;
    reg[3:0] bit_cnt;
    assign currentstate=current_state;
   assign bit_counter =bit_cnt;
reg prev_sda;
wire stop_condition;
wire start_condition;
always @(negedge clk or negedge rst_n)begin
      if (!rst_n) begin
            current_state<= idle;
      end else begin
            current_state <= next_state;
		end
  end
always @(*) begin
   next_state = current_state;
   case (current_state)
            idle: begin
	 	sda_out=0;
		scl_out=0;
		s_busy_o=0;
                shift_reg=0;
		s_data_o=0;
            if (start_condition)begin
            next_state= recieve_addr;
		end
         end
     recieve_addr: begin
	               if (scl_in == 1'b1) begin 
                    s_slave_addr_i[bit_cnt-1]  =sda_in;
                end
       if (bit_cnt == 1)begin
               next_state = recieve_r_or_w;
	end
        end
         recieve_r_or_w: begin
                if (scl_in == 1'b1) begin 
                    s_read_nwrite_i<=sda_in;
                end
                next_state = send_ack1;
      end
         send_ack1: begin
	if((s_slave_addr_i == slave_id)&&(s_read_nwrite_i==1'b1))begin
		next_state = send_data;
		if(scl_in == 1'b0)
		sda_out=1'b1;
		end else if((s_slave_addr_i == slave_id)&&(s_read_nwrite_i==1'b0))begin
			next_state = recieve_data;
			if(scl_in == 1'b0)
			sda_out=1'b1;
		end else begin
			next_state=idle;
			if(scl_in == 1'b0)
			sda_out=1'b0;
			end
	end
    send_data: begin
	                if (scl_in == 1'b0) begin
                    sda_out =~s_data_i[bit_cnt];
                end
                if (bit_cnt == 0)
                    next_state = wait_ack2;
        end
      wait_ack2: begin
	sda_out=0;
	if (scl_in == 1'b1)begin
        if (sda_in == 1'b0) begin
            if (s_stop_i)begin
                  next_state = stop;
              end else begin
               next_state = send_data; 
	end
          end else begin
                next_state = idle;
            end
         end
	end
      send_ack2: begin
	s_data_o=shift_reg;
        if (bit_cnt ==4'd7) begin
               next_state = recieve_data; 		
	if (scl_in == 1'b0)
		sda_out=1'b1;
          end else begin
		next_state = idle;
	if (scl_in == 1'b0)
		sda_out=1'b0;             
            end
         end
      recieve_data: begin
			sda_out=0;
			if (stop_condition) begin 
			shift_reg  = 8'd0;
			s_busy_o=0;
			next_state = idle;
			end else begin
	                if (scl_in == 1'b1) begin 
                    shift_reg[bit_cnt] = sda_in;
                end
           if (bit_cnt == 0)
               next_state = send_ack2;
       end
	end
       stop: begin
		if(scl_in==0)
		   sda_out=1;
		if(scl_in==1)
		sda_out=0;
        shift_reg  = 8'd0;
	s_busy_o=0;
          next_state = idle;
       end
endcase
end
always @(negedge clk) begin
        case (current_state)
		idle:begin 
				bit_cnt   <= 4'd7;
		end
		send_ack1:begin 
				bit_cnt <= 4'd7;
		end
		wait_ack2:begin 
			bit_cnt<= 4'd7;
		end
            recieve_addr: begin
		bit_cnt <= bit_cnt - 1'b1;
            end
            send_data: begin
                        bit_cnt <= bit_cnt - 1'b1;
            end
            recieve_data: begin
		if (bit_cnt==0)begin
				bit_cnt <= 4'd7;
	end
			else begin
                        bit_cnt <= bit_cnt - 1;
			end
			if (stop_condition) begin 
			bit_cnt<= 4'd0;
			end
            end
		stop:begin  
			bit_cnt       <= 4'd0;
		end
        endcase
end
always @(negedge clk_notdivided) begin
 if (!(((current_state==idle)&&(start_condition==1))||((current_state==recieve_data)&&(stop_condition==1))))begin
    prev_sda <= sda_in;
end
end
assign stop_condition = (prev_sda == 1'b0) && (sda_in == 1'b1) && (scl_in == 1'b1);
assign start_condition = (prev_sda == 1'b1) && (sda_in == 1'b0) && (scl_in == 1'b1);
endmodule
`timescale 1ns / 1ps
module top_module_system(
    input  wire clk,      
    output wire clk_divided,
    input  wire rst_n, 
    inout  wire SDA,
    inout  wire SCL,
    output wire [7:0] m_data_o,
    output wire [7:0] s_data_o,
    output wire[3:0] m_bit_counter,
    output wire [3:0]m_currentstate,
    output wire[3:0] s_bit_counter,
    output wire [3:0]s_currentstate,
    input  wire m_start_i,
    input  wire m_stop_i,
    input  wire s_stop_i,
    input  wire m_read_nwrite_i,
    input  wire [6:0] m_slave_addr_i,
    input  wire [7:0] m_data_i,
    input  wire [7:0] s_data_i,
    output  wire sda_out_master,
    output  wire scl_out_master,
    output  wire sda_out_slave,
    output  wire scl_out_slave,
    output wire s_busy_o,
    output wire m_busy_o,
    output wire m_error_o,
    output wire success
);
    wire clk_i2c;            
    wire sda_master_out;
    wire scl_master_out;
    wire sda_slave_out;
    wire scl_slave_out;
	assign sda_out_master=sda_master_out;
	assign scl_out_master=scl_master_out;
	assign sda_out_slave=sda_slave_out;
	assign scl_out_slave=scl_slave_out;
	assign clk_divided=clk_i2c;
    i2c_clk a0 (
        .clk(clk),
        .rst_n(rst_n),
        .clk_out(clk_i2c)
    );
    master_i2c a1 (
	.bit_counter(m_bit_counter),
		.currentstate(m_currentstate),
        .clk(clk_i2c),   
         .clk_notdivided(clk),  
        .rst_n(rst_n),
        .m_start_i(m_start_i),
        .m_stop_i(m_stop_i),
        .m_read_nwrite_i(m_read_nwrite_i),
        .m_slave_addr_i(m_slave_addr_i),
        .m_data_i(m_data_i),
        .m_data_o(m_data_o),
        .m_busy_o(m_busy_o),
        .m_error_o(m_error_o),
        .success(success),
        .sda_out(sda_master_out),
        .scl_out(scl_master_out),
        .sda_in(sda_in),
        .scl_in(scl_in)
    );
slave_i2c a2 (
     .bit_counter(s_bit_counter),
    .currentstate(s_currentstate),
    .clk(clk_i2c),
    .clk_notdivided(clk), 
    .rst_n(rst_n),
    .s_stop_i(s_stop_i),
    .s_data_i(s_data_i),
    .s_data_o(s_data_o),
    .s_busy_o(s_busy_o),
    .sda_out(sda_slave_out),
    .scl_out(scl_slave_out),
    .sda_in(sda_in),
    .scl_in(scl_in)
);
    bus_addr a3 (
        .SDA(SDA),
        .SCL(SCL),
        .master_sda_low_intent(sda_master_out),
        .master_scl_low_intent(scl_master_out),
        .slave_sda_low_intent(sda_slave_out),  
        .slave_scl_low_intent(scl_slave_out),
        .sda_in(sda_in),
        .scl_in(scl_in)
    );
endmodule
==> summary.txt <==
Synth Flop Type -> dlxtn_1
post-DP HPWL -> 6220 um
# hold bufs at CTS -> 0
endpoints left unconstrained -> 110
# Cells Yosys -> 408
Post-DP Area -> 4330 um2
register pins left without a clock -> 62
CTS HTree Levels -> 1
post-CTS setup buffers -> 0
Resized Gates After CTS -> 0
root buffer cell -> clkbuf_16
port buffer count -> 67
clock tree buffer depth -> 2
Log Error -> [error] [KeplerFormal.cpp:679] Workflow failed: Iso has multiple drivers: .SDA0, _370_.Y0
Die H -> 112 um
Die X -> 112 um
Top-area cell share -> 0.192
Chip Area, Yosys -> 3600 um2
Post-synth EDFFs -> 10
warnings from Yosys -> 15
Post-synth area hogs -> dlxtn_1 19%, edfxtp_1 8.3%, dfrtp_1 7.6%
cells after synthesis -> 408
Place WS -> 0.197 ns
synth unique cells -> 59
outcome -> did not finish
Num CTS Buffers -> 3
Synth area leader -> dlxtn_1
Synth Cell Area -> 3600 um2
Avg Inst Size Synth -> 8.84 um2
fp util -> 0.312
# IOs -> 72
synthesized flop and latch total -> 75
ys async rst share -> 0.253
Failed at -> clock tree synthesis
Final GP Congestion -> 0.869
row cnt -> 39
cells by family after synthesis:
family                     after synthesis  synth area share
xor gates and xnor gates                17            0.0413
other                                    1           0.00104
latches                                 46             0.192
DFF                                     29             0.215
muxes                                   21            0.0788
and+or+nand+nor                        156             0.231
buffers and inverters                   41            0.0503
AOI/OAI and AO/OA                       84             0.145
adders and majority gates               13            0.0451
stage by stage:
| stage | hold WS, ns | std cells | util | total power [mW] |
|---|---|---|---|---|
| floorplan | 0.244 | 409 | - | 0.223 |
| global placement | 0.477 | 593 | 0.375 | 0.269 |
| detailed placement | 0.478 | 593 | 0.375 | 0.270 |
Yosys cell counts (8+ instances only):
cell type and count:
dlxtn_1 46, nor2_1 33, nand2_1 32, o21ai_0 29
a21oi_1 19, and3_1 16, clkbuf_1 15, inv_1 15
nor3_1 14, ha_1 13, nand3_1 13, xnor2_1 12
and2_1 11, dfrtp_1 11, edfxtp_1 10, a31oi_1 9
mux2_2 9, dfrtn_1 8
Power is estimated from default activity; no workload was simulated.
